==> config.mk <==
export PLATFORM = sky130hd
export DESIGN_NAME = lab3_1
export DESIGN_NICKNAME = lab3_1
export VERILOG_FILES = /design/flow/design.v
export SDC_FILE = /design/flow/constraint.sdc
export NUM_CORES = 4
export LEC_CHECK = 1
export CORE_AREA = 10 10 70 70
export DIE_AREA = 0 0 80 80
==> constraint.sdc <==
current_design lab3_1

set clk_period 1.4
set clk_io_pct 0.2

create_clock -name clk0 -period $clk_period

set non_clock_inputs [all_inputs -no_clocks]
set_input_delay [expr $clk_period * $clk_io_pct] -clock clk0 $non_clock_inputs
set_output_delay [expr $clk_period * $clk_io_pct] -clock clk0 [all_outputs]
==> design.v <==
module decoder(
    input wire en,
    input wire [1:0] in,
    output wire [3:0] out 
    );
    nand(out[0], ~in[0], ~in[1], ~en);
    nand(out[1],  in[0], ~in[1], ~en);
    nand(out[2], ~in[0],  in[1], ~en);
    nand(out[3],  in[0],  in[1], ~en);
endmodule
module lab3_1(
    input wire en,
    input wire [3:0] in,
    output wire [15:0] out
    );
    wire [3:0] w;
    decoder inst1(en, in[3:2], w[3:0]);
    decoder inst2(w[0], in[1:0], out[3:0]);
    decoder inst3(w[1], in[1:0], out[7:4]);
    decoder inst4(w[2], in[1:0], out[11:8]);
    decoder inst5(w[3], in[1:0], out[15:12]);
endmodule
==> run.sh <==
#!/bin/bash
# OpenROAD 26Q1-2900-gdf79404cd8, Yosys 0.63+post, stock flow scripts
make -C /OpenROAD-flow-scripts/flow DESIGN_CONFIG=/design/flow/config.mk WORK_HOME=/design/flow/orfs finish
==> metrics.csv <==
stage;metric;value;unit
worst_setup_path;cell-by-cell trace of the critical path;buf_6, and3b_2, buf_4, nand2_1, dlygate4sd2_1;
power;peak supply drop;27.9;uV
detailed_routing;Routed WL;953;um
floorplanning;Boundary Pins;21;
logic_synthesis;aoi share;0;%
timing;fin. max-slew vios;0;
worst_setup_path;maximum fanout along the worst path;4;
timing;max_slew headroom;85.2;%
cells_and_area;share of cells above drive strength 1;43.6;%
placed_design;IO buf count;21;
floorplanning;CORE AREA;3420;um2
worst_setup_path;Crit path largest cell delay;0.28;ns
logic_synthesis;MUX share of area;0;%
run;tool warnings;33;
cells_and_area;Syn-to-layout area delta;287;%
cells_and_area;Flop Count;0;
worst_setup_path;crit path DAT;1.09;ns
logic_synthesis;Unique cell types;7;
worst_setup_path;Crit-path slowest cell;and3b_2;
detailed_routing;n_diodes;0;
detailed_routing;post-route ant nets;0;
global_routing;GRT Total Usage;2.52;%
floorplanning;die area;6400;um2
logic_synthesis;Avg Cell Area, Syn;5.66;um2
floorplanning;FP Core Util;3.81;%
power;Tot Pwr;0.0000825;W
logic_synthesis;Synth Area in Adders;0;%
cells_and_area;comb. cell area;168;um2
timing;Final Hold Vio Count;0;
placed_design;post-DP HPWL;782;um
detailed_routing;TritonRoute pass-1 iters;4;
logic_synthesis;Synth Area in XOR/XNOR;0;%
cells_and_area;Register Area;0;um2
detailed_routing;Wirelength per Cell;9.44;um
worst_setup_path;WP data required;1.12;ns
cells_and_area;final core occ;14.8;%
timing;final tally of setup violations;0;
floorplanning;Chip Width;80;um
logic_synthesis;synth warn;0;
global_routing;Congestion Overflow GR;0;
detailed_routing;DRC viols;0;
run;maxcap violations;0;
outcome;status;complete, no violations;
timing;Period minus WS final;1.37;ns
worst_setup_path;CP delay by family, top;buffers and inverters;
cts;Hold Buf Count CTS;0;
global_routing;vias in the first global route;248;
logic_synthesis;and+or+nand+nor area frac;100;%
placed_design;dpl ws;-0.573;ns
placed_design;RePlAce Congestion;0.738;
placed_design;Placement Cell Area;420;um2
cells_and_area;# fillers;395;
power;pwr dens;164;nW/um2
logic_synthesis;Main logic family;simple AND/OR/NAND/NOR gates;
worst_hold_path;Hold Path Class;primary input to output port;
floorplanning;row cnt;21;
floorplanning;Die Height;80;um
timing;final worst setup slack;0.0322;ns
timing;fmax;731;MHz
cells_and_area;Final Cell Area;504;um2
worst_setup_path;Setup crit end kind;output port;
timing;Slew @ Worst Pin;0.221;ns
timing;unrepaired setup endpoints after global routing;no;
logic_synthesis;Yosys chip area;130;um2
global_routing;first-pass GRT wire length;1310;um
global_routing;largest net degree at the start of global routing;6;
timing;setup TNS;0;ns
power;Static Leak;0.175;nW
worst_setup_path;CP Launch Type;primary input;
logic_synthesis;sequential area share after synthesis;0;%
global_routing;initial antenna violation count;0;
worst_setup_path;Crit Path Category;primary input to output port;
detailed_routing;routed vias/inst;2.78;
cells_and_area;# clk buffers;0;
worst_setup_path;WP buf/inv;3;
logic_synthesis;Cell Area, Synth;130;um2
detailed_routing;Via Count;281;
timing;Tcrit/Tclk final;97.7;%
detailed_routing;Iter 0 DRT Violations;1;
logic_synthesis;ys cells;23;
logic_synthesis;Post-Syn Instances;23;
cell type report:
class | count | area share [%]
timing repair buffer | 32 | 55.3
multi-input combinational | 23 | 33.3
tap | 46 | 11.4
synthesized netlist by cell type:
master	n	share of area, %
nor2b_2	2	13
and3b_1	1	6.7
nand2_1	12	35
nand3_1	4	15
nor2_1	1	2.9
nor3b_2	2	19
nor3_2	1	7.7
where the power goes:
part,total [W],internal [W],switching [W]
Clock,0,0,0
Combinational,0.0000825,0.0000483,0.0000342
Sequential,0,0,0
Total,0.0000825,0.0000483,0.0000342
worst paths after layout:
path                  start  endpoint  slack [ns]  depth (start not counted)
worst min-delay path  in[3]    out[5]        0.84                          4
worst max-delay path     en   out[12]        0.03                          5
logic make-up (layout without fill, tap and decap cells):
| kind of cell | after synthesis | after routing |
|---|---|---|
| buf+inv | 0 | 32 |
| simple gates | 23 | 23 |
through the flow:
stage	hold slack, ns	std cells
floorplan	0.584	23
global placement	1.60	93
detailed placement	1.60	93
CTS	0.943	99
global route	0.865	101
finish	0.840	101
placed cells by master, fill, tap and decap left out, types with 2 or more instances in the layout:
cell type / n
nand2_1: 12
dlygate4sd2_1: 12
buf_4: 11
nand3_1: 3
buf_6: 3
dlymetal6s2s_1: 3
nor2b_4: 2
nor3b_4: 2
buf_2: 2
tightest hold or removal path, cell delays in order:
cell and delay [ns]:
buf_6 0.10, nor3b_4 0.05, nand2_1 0.04, dlymetal6s2s_1 0.09
per-layer routing:
layer	track usage, %	wire, um	vias up
li1	-	-	143
met2	4.57	435	14
met1	2.97	404	124
met3	0.795	114	0
met5	0	0	-
met4	0	0	0
timing repair:
action | in CTS | in global routing
setup buffers | 6 | 2
resized | 48 | 4
pin swaps | 10 | 4
setup endpoints to repair | 16 | 4
Power figures rest on the tool's default switching activity, not on a simulated workload.
