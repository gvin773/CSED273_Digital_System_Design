==> design/flow/design.v <==
`timescale 1ps / 1fs
module decade_counter(input reset_n, input clk, output [3:0] count);
    wire qa, q_a, qb, q_b, qc, q_c, qd, q_d;
    wire Ja, Ka, Jb, Kb, Jc, Kc, Jd, Kd;
    assign Ja = count[2] & count[1] & count[0];
    assign Ka = count[3] & count[0];
    assign Jb = count[1] & count[0];
    assign Kb = count[1] & count[0];
    assign Jc = ~count[3] & count[0];
    assign Kc = ~count[3] & count[0];
    assign Jd = 1;
    assign Kd = 1;
    edge_trigger_JKFF outA(reset_n, Ja, Ka, clk, qa, q_a);
    edge_trigger_JKFF outB(reset_n, Jb, Kb, clk, qb, q_b);
    edge_trigger_JKFF outC(reset_n, Jc, Kc, clk, qc, q_c);
    edge_trigger_JKFF outD(reset_n, Jd, Kd, clk, qd, q_d);
    assign count[3] = qa;
    assign count[2] = qb;
    assign count[1] = qc;
    assign count[0] = qd;
endmodule
`timescale 1ps / 1fs
module decade_counter_2digits(input reset_n, input clk, output [7:0] count);
    decade_counter d1(reset_n, clk, count[3:0]);    
    decade_counter d10(reset_n, count[3], count[7:4]);
endmodule
`timescale 1ps / 1fs
module edge_trigger_JKFF(input reset_n, input j, input k, input clk, output reg q, output reg q_);  
    initial begin
      q = 0;
      q_ = ~q;
    end
    always @(negedge clk) begin
        q = reset_n & (j&~q | ~k&q);
        q_ = ~reset_n | ~q;
    end
endmodule
module edge_trigger_D_FF(input reset_n, input d, input clk, output q, output q_);   
    edge_trigger_JKFF D_FF(reset_n, d, ~d, clk, q, q_);
endmodule
==> design/flow/run.sh <==
#!/bin/bash
# OpenROAD 26Q1-2900-gdf79404cd8, Yosys 0.63+post, stock flow scripts
make -C /OpenROAD-flow-scripts/flow DESIGN_CONFIG=/design/flow/config.mk WORK_HOME=/design/flow/orfs finish
==> design/flow/config.mk <==
export PLATFORM = sky130hd
export DESIGN_NAME = decade_counter_2digits
export DESIGN_NICKNAME = decade_counter_2digits
export VERILOG_FILES = /design/flow/design.v
export SDC_FILE = /design/flow/constraint.sdc
export NUM_CORES = 4
export LEC_CHECK = 1
export CORE_AREA = 10 10 70 70
export DIE_AREA = 0 0 80 80
export SYNTH_HDL_FRONTEND = slang
==> design/flow/constraint.sdc <==
current_design decade_counter_2digits

set clk_period 1.0
set clk_io_pct 0.2

create_clock -name clk0 -period $clk_period [get_ports {clk}]

set non_clock_inputs [all_inputs -no_clocks]
set_input_delay [expr $clk_period * $clk_io_pct] -clock clk0 $non_clock_inputs
set_output_delay [expr $clk_period * $clk_io_pct] -clock clk0 [all_outputs]
==> flow_summary_export.csv <==
group,metric,value,unit
die,ios,10,
logic_synthesis,synth_area_per_cell,9.91,um^2
setup_path,r2r_end,"d1.outC.q",
logic_synthesis,yosys-stat-cells,38,
die,fp_util,11.0,%
cells_and_area,final_layout_size_suffix_gt1_share,39.2,%
sta,timing.setup.tns,-1.62,ns
routing,ant_nets,0,
die,die_height,80,um
logic_synthesis,synth_top_area_share,42.5,%
cells_and_area,areaGrowthSynthToFinish,42.2,%
setup_path,cpPeakStageDelay,0.33,ns
cells_and_area,stdcell_area,536,um^2
routing,wirelength,637,um
logic_synthesis,yosys.area_share.adder,0,%
global_routing,grt_max_degree,6,
routing,drc_errors,0,
placement,dp_hpwl,542,um
sta,slew_headroom,89.3,%
setup_path,crit_start,"d1.outA.q",
power,switchingPower,0.131,mW
sta,worst_slack,-0.422,ns
power,p_int,0.376,mW
hold_path,hold_path_class,"flop to flop",
power,leakage,0.235,nW
routing,antenna_cells,0,
clock_tree,cts_buffers,3,
outcome,violations,"negative setup slack",
setup_path,crit_slowest_cell,"dfxtp_4",
placement,dp_cells,90,
die,die_area,6400,um^2
cells_and_area,mostFrequentLayoutCells,"buf_4, inv_1, and2_1, dfxtp_1, clkdlybuf4s50_1",
setup_path,ff2ff_path_depth,4,
sta,unclocked_pins,4,
logic_synthesis,xor_area_share,9.30,%
clock_tree,clk_pin_slew,0.03,ns
sta,rsz0062_at_grt,"yes",
sta,skew,0.0103,ns
placement,place_area,509,um^2
power,ir_drop,0.295,mV
routing,viasPerCell,2.63,
global_routing,grt_overflow,0,
setup_path,rr_startpoint,"d1.outD.q",
setup_path,path_class,"flop to primary output",
logic_synthesis,synth_cells,38,
setup_path,reg2reg_setup_slack,0.04,ns
die,fp.dieW,80,um
logic_synthesis,yosys_warnings,0,
run,tool_warnings,32,
routing,drt_iter0_drc,2,
logic_synthesis,mux_share,0,%
power,p_comb_share,13.6,%
sta,finalSetupViolations,4,
clock_tree,clk_latency,0.30,ns
outcome,status,"finished with violations",
cells_and_area,layout_top_cell,"buf_4",
power,power,0.507,mW
routing,via_count,255,
power,switching_share,25.8,%
sta,hold_violations,0,
logic_synthesis,yosysTopAreaCell,"dfxtp_1",
global_routing,grt_use_total,2.00,%
routing,drtPass1Iterations,4,
logic_synthesis,synth_flops,8,
hold_path,hold_path_end,"d1.outA.q",
logic_synthesis,aoi_share,3.99,%
global_routing,grt_pass1_wl,1010,um
clock_tree,cts_tree,"yes",
clock_tree,cts_root_buf,"clkbuf_4",
logic_synthesis,synth_seq_share,42.5,%
hold_path,worstHoldPathCells,3,
logic_synthesis,top_cells_by_area,"dfxtp_1, buf_4, nor2b_4",
hold_path,hold_start,"d1.outB.q",
logic_synthesis,logic_family,"simple AND/OR/NAND/NOR gates",
setup_path,crit_required,0.80,ns
sta,untimed_endpoints,8,
setup_path,cp_cell_sequence,"buf_6",
setup_path,path_buffers,1,
setup_path,start_kind,"flop",
power,powerDensity,946,nW/um^2
placement,portBuffers,9,
setup_path,worstPathArrival,1.22,ns
sta,worst_slew_pin_slew,0.160,ns
routing,wl_per_cell,6.57,um
placement,place.gp.congestion,0.609,
die,fp.coreArea,3420,um^2
clock_tree,cts_buffer_depth,2,
die,rows,21,
setup_path,endpoint_kind,"primary output",
cells_and_area,fin_cells,97,
power,clock_power_share,51.5,%
setup_path,critPathTopFamily,"flip-flops",
logic_synthesis,netlist_area,377,um^2
run,max_cap_violations,0,
sta,slew_violations,0,
global_routing,grt_pass1_vias,244,
logic_synthesis,simple_gate_share,26.2,%
logic_synthesis,synth_cell_type_count,13,
clock_tree,htree_levels,1,
logic_synthesis,yosys-stat-area,377,um^2
setup_path,worstPathMaxFanout,2,
power,p_seq_share,34.9,%
global_routing,antenna_found_initial,0,
kinds of logic after synthesis:
| group | after synthesis |
|---|---|
| flip-flops | 8 |
| XOR/XNOR | 4 |
| AND-OR/OR-AND | 2 |
| buffers and inverters | 10 |
| AND/OR/NAND/NOR | 14 |
through the flow:
| stage | utilization [%] | hold WS [ns] | setup WS, ns |
|---|---|---|---|
| 6_report | 15.7 | 0.591 | -0.422 |
| 2_1_floorplan | - | 0.468 | -0.138 |
| 3_3_place_gp | 14.9 | 0.589 | -0.497 |
| 4_1_cts | 15.7 | 0.599 | -0.438 |
| 3_5_place_dp | 14.9 | 0.592 | -0.502 |
| 5_1_grt | 15.7 | 0.602 | -0.471 |
final cells by class:
cell class,count,area [um^2]
timing repair buffer,15,120
sequential,8,168
fill,401,2880
inverter,1,3.75
clock buffer,3,22.5
multi-input combinational,20,149
tap,46,57.6
clock inverter,4,15.0
layer usage:
| metal | vias to the layer above | part of all wire, % | track usage, % |
|---|---|---|---|
| met2 | 10 | 38 | 2.49 |
| met4 | 0 | 6.0 | 1.41 |
| met5 | - | 0 | 0 |
| met1 | 105 | 40 | 2.22 |
| met3 | 5 | 16 | 1.59 |
| li1 | 135 | - | - |
power by group through the flow:
stage	logic [mW]	registers, mW	clock network [mW]
after CTS	0.0713	0.177	0.275
after global routing	0.0781	0.178	0.304
final	0.0690	0.177	0.261
synthesized netlist by cell type, drive strengths merged:
master  count
buf         8
dfxtp       8
and2        4
a21boi      2
and2b       2
inv         2
nand2       2
nand2b      2
nand3       2
nor2b       2
xnor2       2
xor2        2
sequential cells by signal (all words and copies together), names as in the netlist:
register,cells
d1.outA.q,1
d1.outB.q,1
d1.outC.q,1
d1.outD.q,1
d10.outA.q,1
d10.outB.q,1
d10.outC.q,1
d10.outD.q,1
how the worst max path moves through the flow:
stage               to  slack (ns)  cells past startpoint
CTS           count[3]       -0.44                      1
global route  count[3]       -0.47                      1
finish        count[3]       -0.42                      1
repair_timing:
item,in CTS,in global routing
setup endpoints to repair,8,5
buffers inserted,1,0
hold buffers,0,0
gates resized,14,0
Power and IR drop assume default switching activity.
