--- ./design.v ---
module halfAdder(
    input in_a,
    input in_b,
    output out_s,
    output out_c
    );
    assign out_s = in_a ^ in_b;
    assign out_c = in_a & in_b;
endmodule
module fullAdder(
    input in_a,
    input in_b,
    input in_c,
    output out_s,
    output out_c
    );
    wire S, C, C2;
    halfAdder inst1(in_a, in_b, S, C);
    halfAdder inst2(S, in_c, out_s, C2);
    assign out_c = C | C2;
endmodule
module lab4_2(
    input [4:0] in_a,
    input [4:0] in_b,
    input in_c,
    output [4:0] out_s,
    output out_c
    );
    wire [4:0] c;
    fullAdder inst1(in_a[0], in_b[0], in_c, out_s[0], c[1]);
    fullAdder inst2(in_a[1], in_b[1], c[1], out_s[1], c[2]);
    fullAdder inst3(in_a[2], in_b[2], c[2], out_s[2], c[3]);
    fullAdder inst4(in_a[3], in_b[3], c[3], out_s[3], c[4]);
    fullAdder inst5(in_a[4], in_b[4], c[4], out_s[4], out_c);
endmodule
module lab4_4(
    input [4:0]in_a,
    input [2:0]in_b,
    output [7:0]out_m
    );
    wire [4:0] x1;
    wire [4:0] x2;
    wire [4:0] x3;
    wire [4:0] x4;
    assign out_m[0] = in_a[0] & in_b[0];
    assign x1 = {1'b0, in_a[4]&in_b[0], in_a[3]&in_b[0], in_a[2]&in_b[0], in_a[1]&in_b[0]};
    assign x2 = {in_a[4]&in_b[1], in_a[3]&in_b[1], in_a[2]&in_b[1], in_a[1]&in_b[1], in_a[0]&in_b[1]};
    lab4_2 inst1(x1, x2, 1'b0, {x3[3], x3[2], x3[1], x3[0], out_m[1]}, x3[4]);
    assign x4 = {in_a[4]&in_b[2], in_a[3]&in_b[2], in_a[2]&in_b[2], in_a[1]&in_b[2], in_a[0]&in_b[2]};
    lab4_2 inst2(x3, x4, 1'b0, {out_m[6], out_m[5], out_m[4], out_m[3], out_m[2]}, out_m[7]);
endmodule
--- ./run.sh ---
#!/bin/bash
# OpenROAD 26Q1-2900-gdf79404cd8, Yosys 0.63+post, stock flow scripts
make -C /OpenROAD-flow-scripts/flow DESIGN_CONFIG=/design/flow/config.mk WORK_HOME=/design/flow/orfs finish
--- ./config.mk ---
export PLATFORM = sky130hd
export DESIGN_NAME = lab4_4
export DESIGN_NICKNAME = lab4_4
export VERILOG_FILES = /design/flow/design.v
export SDC_FILE = /design/flow/constraint.sdc
export NUM_CORES = 4
export LEC_CHECK = 1
export CORE_AREA = 10 10 70 70
export DIE_AREA = 0 0 80 80
--- ./constraint.sdc ---
current_design lab4_4

set clk_period 6.1
set clk_io_pct 0.2

create_clock -name clk0 -period $clk_period

set non_clock_inputs [all_inputs -no_clocks]
set_input_delay [expr $clk_period * $clk_io_pct] -clock clk0 $non_clock_inputs
set_output_delay [expr $clk_period * $clk_io_pct] -clock clk0 [all_outputs]
==> run summary <==
Implementation numbers.

- The overall die width is 80 um.
- The origin of the worst min-delay path reads in_a[0].
- The final antenna diode count is 0.
- After layout, the worst path uses 97.3% of the clock period.
- After the flow finishes, the layout carries non-filler instances totaling 101.
- The total track usage reads 2.28%.
- Setup repair after global routing left no endpoint under its margin.
- The area of the chip is 0.00640 mm2.
- Registers take 0 um2.
- The final setup TNS is 0 ns.
- The global-route wire length before repair reads 1.21 mm.
- The half-perimeter wire length after detailed placement is 736 um.
- The path with the worst hold slack has its endpoint at out_m[0].
- Per the final layout report, the fraction of cells sized above drive strength 1 comes to 16.4%.
- The setup-violating endpoint count in the final report is 0.
- The total congestion overflow is 0.
- Before placement the cells fill 10.1% of the core.
- In the log, the iteration count for the first detailed-route pass is 1.
- The dominant cell by count in the synthesized netlist reads sky130_fd_sc_hd__inv_1.
- The area inside the core boundary is 0.00342 mm2.
- After synthesis, the cell types taking the most area are sky130_fd_sc_hd__fa_1 41%, sky130_fd_sc_hd__buf_4 15%, sky130_fd_sc_hd__and2_1 15%.
- Counting instances, the worst hold path has a depth of 3.
- The area fraction in and, or, nand and nor cells after synthesis reads 22.2%.
- The via count normalized by instance count is 2.77.
- The worst slew margin relative to its limit reads 87.5%.
- The detailed placer reported the number of placed instances as 101.
- The number of library cell types mapped by synthesis is 6.
- The number of clock buffer instances in the layout reads 0.
- The worst setup slack before clock tree synthesis is -0.110 ns.
- After synthesis the cells add up to 344 um2.
- The sequential cell area fraction in the yosys report is 0%.
- The routed length per instance is 7.29 um.
- For this block, the initial DRC count from the detailed router was 0.
- The residual DRC count is 0.
- The synthesized-area fraction occupied by xor and xnor cells reads 0%.
- Of the total synthesized cell area, the portion taken by full adders, half adders and majority gates is 51.6%.
- Per the repair_timing log after CTS, setup buffers inserted total 0.
- Wires add up to 736 um.
- The top fanout value on the critical path reads 3.
- The flop count reads 0.
- The largest combinational cell category by area is adder cells.
- The kind of capture point of the worst setup path reads an output pin.
- The measured slew at the worst slew-check pin reads 0.186 ns.
- On the critical path the data arrives at 4.72 ns.
- The count of synthesis-stage warnings from yosys is 0.
- The vertical extent of the die is 80 um.
- The aoi/oai-family share of the synthesized area reads 0%.
- The final estimated routing congestion in global placement is 0.700.
- The total count of hold-check failures in the final report reads 0.
- The total I/O pin count is 16.
- The synthesized netlist has a Yosys-reported chip area of 344 um2.
- The post-route worst hold slack reads 3.44 ns.
- The routed layout has 280 vias.
- The static leakage reads 0.239 nW.
- The number of placement rows reads 21.
- The final count of pins violating max slew reads 0.
- Based on the critical path, the design can be clocked at up to 0.168 GHz.
- Data on the critical path is required at its endpoint by 4.88 ns.
- The critical path is of the in -> out type.
- The initial antenna violation count is 0.
- Counting instances in the post-synthesis netlist gives the leading cell types as 10 x sky130_fd_sc_hd__inv_1, 8 x sky130_fd_sc_hd__and2_1, 7 x sky130_fd_sc_hd__buf_4, 7 x sky130_fd_sc_hd__fa_1, 7 x sky130_fd_sc_hd__nand2_1.
- The number of standard cells reported by yosys reads 42.
- The post-synthesis to final-layout area growth is 59.6%.
- The logs give a warning total of 32.
- The worst min-delay path category reads in -> out.
- Of all cell types, the one taking the most synthesized area is sky130_fd_sc_hd__fa_1.
- Per the run summary, max-cap violations total 0.
- The run finished with clean final reports.
- The number of routed nets with antenna violations is 0.
- The report lists the power per cell area as 77.1 mW/mm2.
- The count of input and output buffers reads 16.
- Looking at the VDD voltage map, the peak drop is 0.0103 mV.
- STA classifies the critical path startpoint as an input port.
- The share of Yosys cell area claimed by the top area cell type is 40.7%.
- The via count of the first global-routing pass reads 279.
- Per the post-synthesis report, the number of cells in the design is 42.
- Summing all multiplexer cells gives an area fraction of 0%.
- In the post-route analysis, the smallest setup slack over all paths is 0.164 ns.
- For the finished layout, the period the worst path requires is 5.94 ns.
- The largest net degree at the start of global routing reads 6.
- The average size of a mapped cell is 8.19 um2.
- The hold-fix buffer count after cts reads 0.
[how the worst max path moves through the flow]
stage	to	slack (ns)	cells past startpoint	from
after global routing	out_m[6]	0.04	12	in_a[0]
final	out_m[6]	0.16	12	in_a[0]
after CTS	out_m[6]	0.07	12	in_a[0]
[cell families after synthesis]
group | after synthesis
adders and majority gates | 10
buffers and inverters | 17
and+or+nand+nor | 15
[per-layer routing]
metal,GRT usage [%],up-vias,routed length (um)
li1,-,140,-
met1,1.75,137,202
met2,5.70,3,516
met3,0.114,0,18
met4,0,0,0
met5,0,-,0
[power by group]
part / internal, mW / switching [mW]
Sequential: 0 / 0
Clock: 0 / 0
Combinational: 0.0283 / 0.0141
Total: 0.0283 / 0.0141
[area by class of cell]
class	instances	area, um2
fillers	387	2870
inverters	10	37.5
multi-input cells	25	264
well taps	46	57.6
repair buffers	20	190
[worst max-delay path, stage by stage]
cell                              delay [ns]
sky130_fd_sc_hd__clkdlybuf4s50_1        0.48
sky130_fd_sc_hd__and2_1                 0.13
sky130_fd_sc_hd__ha_1                   0.13
sky130_fd_sc_hd__inv_1                  0.05
sky130_fd_sc_hd__fa_2                   0.33
sky130_fd_sc_hd__fa_1                   0.46
sky130_fd_sc_hd__fa_2                   0.35
sky130_fd_sc_hd__fa_2                   0.35
sky130_fd_sc_hd__fa_2                   0.34
sky130_fd_sc_hd__inv_2                  0.06
sky130_fd_sc_hd__fa_1                   0.39
sky130_fd_sc_hd__clkdlybuf4s50_1        0.42
[metrics by stage]
| step | area (um2) | total power, mW | utilization [%] |
|---|---|---|---|
| 3_3_place_gp | 539 | 0.0431 | 15.8 |
| 3_5_place_dp | 539 | 0.0432 | 15.8 |
| 4_1_cts | 547 | 0.0437 | 16.0 |
| 5_1_grt | 549 | 0.0484 | 16.1 |
| 2_1_floorplan | 344 | 0.0249 | - |
| 6_report | 549 | 0.0423 | 16.1 |
[placed cells by master (no fill, tap or decap)]
cell type                         instances
sky130_fd_sc_hd__buf_4                    4
sky130_fd_sc_hd__fa_1                     3
sky130_fd_sc_hd__clkdlybuf4s50_1         16
sky130_fd_sc_hd__inv_1                    9
sky130_fd_sc_hd__fa_2                     4
sky130_fd_sc_hd__and2_1                   8
sky130_fd_sc_hd__inv_2                    1
sky130_fd_sc_hd__nand2_1                  7
sky130_fd_sc_hd__ha_1                     3
[timing repair]
item / CTS / global route
pin swaps: 2 / 1
gates resized: 3 / 2
endpoints found under the setup margin: 1 / 1
Power is estimated from default activity; no workload was simulated.
